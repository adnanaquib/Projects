==> ./config.mk <==
export PLATFORM = sky130hd
export DESIGN_NAME = rot_led_banner
export DESIGN_NICKNAME = rot_led_banner
export VERILOG_FILES = /design/flow/design.v
export SDC_FILE = /design/flow/constraint.sdc
export NUM_CORES = 4
export LEC_CHECK = 1
export CORE_UTILIZATION = 40
==> ./constraint.sdc <==
current_design rot_led_banner

set clk_period 5.4
set clk_io_pct 0.2

create_clock -name clk0 -period $clk_period [get_ports {clk}]

set non_clock_inputs [all_inputs -no_clocks]
set_input_delay [expr $clk_period * $clk_io_pct] -clock clk0 $non_clock_inputs
set_output_delay [expr $clk_period * $clk_io_pct] -clock clk0 [all_outputs]
==> ./design.v <==
`timescale 1ns / 1ps
module rot_led_banner
#(parameter N = 10)
(
input wire clk,
input wire en,
input wire dir,
input wire reset,
input wire [N*4 - 1:0] data ,
output reg [3:0] an,
output reg [6:0] sseg
);
localparam DVSR = 50000000;
reg [26:0]clk_counter;
wire [26:0] clk_counter_next;
reg [4:0] counter;
wire [4:0] counter_next;
wire counter_tick;
reg [17:0] led_tick;
wire[17:0] led_tick_next;
always @ (posedge clk, posedge reset)
begin 
if (reset)
	begin
	clk_counter <= 0;
	counter <=0;
	led_tick <=0;
	end
else 
	begin
		clk_counter <= clk_counter_next;
		counter <= counter_next;
		led_tick <= led_tick_next;
	end 
end
assign clk_counter_next = (clk_counter < DVSR ) ? clk_counter + 1: 0;
assign counter_tick = (clk_counter == DVSR)? 1'b1: 1'b0;
assign counter_next = (counter > 27)? 3:
							 (!counter_tick)? counter:
							 (en)?counter:
							 (!dir)? counter + 4 
							 :counter - 4;
assign led_tick_next = led_tick + 1;
reg [3:0] sseg_data;
always @*
	begin
		case(led_tick[17:16])
			2'b00 : 
				begin 
					sseg_data =  data[counter -:4];
					an[3:0] = 4'b0111;
				end
			2'b01 : 
				begin 
					sseg_data =  data[counter+4 -:4];
					an[3:0] = 4'b1011;
				end
			2'b10 : 
				begin 
					sseg_data =  data[counter+8 -:4];
					an[3:0] = 4'b1101;
				end
			2'b11 : 
				begin 
					sseg_data =  data[counter+12 -:4];
					an[3:0] = 4'b1110;
				end
		endcase
	end 
always @*
	begin
		case(sseg_data)
				4'b0000: sseg[6:0] = 7'b1000000;
				4'b0001: sseg[6:0] = 7'b1111001;
				4'b0010: sseg[6:0] = 7'b0100100;
				4'b0011: sseg[6:0] = 7'b0110000;
				4'b0100: sseg[6:0] = 7'b0011001;
				4'b0101: sseg[6:0] = 7'b0010010;
				4'b0110: sseg[6:0] = 7'b0000010;
				4'b0111: sseg[6:0] = 7'b1111000;
				4'b1000: sseg[6:0] = 7'b0000000;
				4'b1001: sseg[6:0] = 7'b0010000;
				4'b1010: sseg[6:0] = 7'b0001000;
				4'b1011: sseg[6:0] = 7'b0000011;
				4'b1100: sseg[6:0] = 7'b1000110;
				4'b1101: sseg[6:0] = 7'b0100001;
				4'b1110: sseg[6:0] = 7'b0000110;
					default: sseg[6:0] = 7'b0001110;
		endcase
	end
endmodule
==> ./run.sh <==
#!/bin/bash
# OpenROAD 26Q1-2900-gdf79404cd8, Yosys 0.63+post, stock flow scripts
make -C /OpenROAD-flow-scripts/flow DESIGN_CONFIG=/design/flow/config.mk WORK_HOME=/design/flow/orfs finish
==> run notes <==
For reference, the top cells by area after synthesis are sky130_fd_sc_hd__dfrtp_1 33%, sky130_fd_sc_hd__ha_1 7.0%, sky130_fd_sc_hd__mux2i_1 6.7%. The flow ran to the end, and the final reports show no timing, DRC or antenna violations. In this run the tool buffered the top-level ports with 54 buffer cells. With the XOR/XNOR share of the synthesized area at 11.7%, the signal arrival time at the worst endpoint is 4.04 ns. The CTS report gives the tree buffer count as 5. For the largest net degree at the start of global routing, the log shows 50. Logic depth along the worst register-to-register path is recorded as 9. Number of buffers on the longest clock path: 2.

The violation tally recorded at the end of detailed-routing iteration 0 is 113. After clock tree synthesis, the clock-pin slew on the worst setup and hold paths is 0.08 ns. The chip width works out to 98.5 um.

The peak fanout along the critical path was 9; the average vias per placed instance was 5.30. For the pin with the worst max-slew slack, the measured transition is 0.827 ns. Summed over all nets, the half-perimeter wirelength after detailed placement is 5620 um. Post-synth design cell area: 3730 sq um. Grouping non-sequential cells by family puts the most area in simple AND/OR/NAND/NOR gates. The clock insertion delay at the later pin of the skew report is 0.30 ns. In this run the tools logged warnings totalling 40. The run gives 44.4% as the worst relative slew slack.

The commonest register cell is sky130_fd_sc_hd__dfrtp_1. The report lists the power per cell area as 143 nW/um^2. With the area share of and/or/nand/nor cells after synthesis at 19.7%, the switching power is 148 uW. The share of the clock period used by the worst path after layout works out to 94.7%. Layout overhead on the synthesized area: 22.5%. The region available for standard cell placement spans 8890 sq um. TritonCTS built the clock tree. For the worst setup slack before clock tree synthesis, the log shows 0.201 ns. The first global-routing pass estimated 13000 um of wire.

Dividing the detail-routed wire length by the instance count gives 13.4 um. The clock drives 49 sinks. The data required time at the worst endpoint was 4.32 ns; the yosys stat cell total was 400. The switching portion of total power came out at 22.7%. 55 I/O pins were placed. In this run, flip-flops and latches consume 56.8% of the power. According to the floorplan report, the total die area is 9710 sq um. The run gives 0.284 ns as the final setup slack of the worst path. For the final weighted congestion in routability-driven placement, the log shows 0.852.

The antenna diode count is 0. The multiplexer share of the synthesized area was 14.3%. In the synthesized netlist the async set-or-reset flop fraction comes to 100%.

In the Yosys report, the sequential cells make up 32.9% of the chip area. The logs give 0.000189 V for the peak ir drop on the vdd network and 51.3% for the final core area utilization. The area share of and-or/or-and cells after synthesis came out at 9.94%.

In this run the number of H-tree levels came out at 2. STA classifies the critical path startpoint as a register. Kind of end point of the critical path: an output pin.

The number of optimization iterations in the first detailed-route pass is 15. With the yosys synthesis warning count at 1, the initial antenna violation count is 0. The flow reports an fmax of 0.195 GHz. The share of post-route cells with drive strength above 1 is 11.3%, and the total number of placement rows is 34. The synthesized netlist contains 55 unique library cells. With the relative contribution of combinational cells to total power at 11.5%, the final clock skew is 0.0106 ns. Max-cap violations in this run came to 0. The synthesized area divided by synthesized cell count came out at 9.32 sq um. In this run, synthesis inferred 0 flip-flops with an integrated enable. The tools report the number of setup violations in the final report as 0. Summed over all layers, the global routing overflow is 0. The run gives 3730 sq um as the chip area in the Yosys report. The synthesized instance count is 400. On the final layout, the worst hold slack is 0.471 ns.

The total count of max-transition violations in the final report is 0. Cell at the root of the clock tree: sky130_fd_sc_hd__clkbuf_8. The height of the chip is 98.5 um, and the hold-critical path depth is 1. The run gives 0 ns as the sum of negative setup slack. The analysis attributes to cell leakage a power of 1.97 nW. The run gives 31.7% as the clock network fraction of total power. The top cell type by total area after synthesis is sky130_fd_sc_hd__dfrtp_1. Most popular library cell in the synthesized design by count: sky130_fd_sc_hd__nor2_1. The run gives 2799 for the via count of the first global-routing pass. For this run, design rule violations remaining after detail routing come to 0. The total internal power came out at 504 uW. With the total routing resource utilization after global routing at 16.7%, the via total after detailed routing is 3016. For the finished layout, the period the worst path requires is 5.12 ns.

For reference, the final report shows the hold violation count at 0. At the floorplan stage, the core utilization is reported as 41.9%. The path class of the tightest hold or removal check is reg -> reg. With the area share of the leading cell type in the synthesized netlist at 32.9%, the number of synthesized register bits is 49. Ranked by instance count, the synthesized netlist is headed by 55 x sky130_fd_sc_hd__nor2_1, 49 x sky130_fd_sc_hd__dfrtp_1, 33 x sky130_fd_sc_hd__nand2_1. The critical path is of the reg -> out type.

Total routed wirelength: 7610 um. The synthesized netlist devotes 7.05% of its cell area to adder and majority cells. The detail route stage leaves a number of antenna-violating nets equal to 0.
-- sequential cells by signal, summed over array words and instances, names as in the netlist --
signal,flops
clk_counter,27
led_tick,18
counter,4
-- layer usage --
metal | vias up | track usage [%] | routed length (um)
met3 | 6 | 2.45 | 340
met4 | 0 | 1.15 | 66
met1 | 1423 | 26.5 | 3730
met5 | - | 0 | 0
li1 | 1514 | - | -
met2 | 73 | 26.4 | 3470
-- power by group through the flow --
stage | clock network [mW] | registers [mW] | logic [mW]
CTS | 0.217 | 0.371 | 0.0765
finish | 0.207 | 0.371 | 0.0747
global route | 0.229 | 0.371 | 0.0822
-- logic make-up after synthesis --
| family | after synthesis |
|---|---|
| flip-flops | 49 |
| AND-OR/OR-AND | 50 |
| AND/OR/NAND/NOR | 153 |
| XOR/XNOR | 48 |
| multiplexers | 40 |
| other | 1 |
| adder cells (fa/ha/maj) | 21 |
| buffers and inverters | 38 |
-- path summary, 6_finish.rpt --
path,startpoint,to,slack [ns]
setup / recovery,counter[3]$_DFFE_PP0P_,sseg[1],0.28
hold / removal,led_tick[14]$_DFF_PP0_,led_tick[14]$_DFF_PP0_,0.47
setup reg to reg,clk_counter[11]$_DFF_PP0_,clk_counter[15]$_DFF_PP0_,3.06
hold reg to reg,led_tick[14]$_DFF_PP0_,led_tick[14]$_DFF_PP0_,0.47
max in group asynchronous,reset,counter[2]$_DFFE_PP0P_,3.72
min in group asynchronous,reset,led_tick[1]$_DFF_PP0_,1.25
-- cell usage in the layout, fill, tap and decap left out, types with 8 or more instances in the layout --
master / Yosys / final
sky130_fd_sc_hd__dfrtp_1: 49 / 48
sky130_fd_sc_hd__nor2_1: 55 / 55
sky130_fd_sc_hd__mux2i_1: 25 / 25
sky130_fd_sc_hd__nand3_1: 17 / 17
sky130_fd_sc_hd__nand2_1: 33 / 33
sky130_fd_sc_hd__buf_4: 1 / 17
sky130_fd_sc_hd__xor2_1: 18 / 18
sky130_fd_sc_hd__a21oi_1: 8 / 8
sky130_fd_sc_hd__inv_1: 20 / 19
sky130_fd_sc_hd__o21ai_0: 11 / 11
sky130_fd_sc_hd__mux4_2: 10 / 10
sky130_fd_sc_hd__ha_1: 21 / 20
sky130_fd_sc_hd__nand4_1: 11 / 11
sky130_fd_sc_hd__clkdlybuf4s50_1: 0 / 54
sky130_fd_sc_hd__xnor2_1: 28 / 28
-- critical path: stages, from the launching register on --
cell and delay, ns:
sky130_fd_sc_hd__dfrtp_1 0.49, sky130_fd_sc_hd__ha_2 0.27, sky130_fd_sc_hd__a21o_1 0.16, sky130_fd_sc_hd__a221oi_1 0.33, sky130_fd_sc_hd__a41oi_2 0.12, sky130_fd_sc_hd__xnor2_4 0.29, sky130_fd_sc_hd__buf_4 0.20, sky130_fd_sc_hd__mux4_2 0.30
sky130_fd_sc_hd__mux2i_1 0.25, sky130_fd_sc_hd__a22oi_1 0.16, sky130_fd_sc_hd__buf_4 0.18, sky130_fd_sc_hd__ha_1 0.29, sky130_fd_sc_hd__o221ai_1 0.20, sky130_fd_sc_hd__clkdlybuf4s50_1 0.49
-- what timing repair did --
action,in CTS,in global routing
setup buffers,0,6
endpoints found under the setup margin,6,6
hold buffers,0,0
pin swaps,0,2
gates resized,3,2
-- through the flow --
stage | instances | area [sq um] | total power, mW
global placement | 555 | 4410 | 0.454
CTS | 563 | 4510 | 0.664
detailed placement | 555 | 4410 | 0.454
finish | 569 | 4560 | 0.653
floorplan | 400 | 3730 | 0.410
global route | 569 | 4560 | 0.682
-- cell type report --
type | count | area [sq um]
multi-input cells | 313 | 2380
fillers | 786 | 4330
repair buffers | 71 | 668
inverters | 20 | 75.1
flip-flops and latches | 49 | 1230
well taps | 108 | 135
clock inverters | 2 | 10.0
clock buffers | 6 | 72.6
Power figures rest on the tool's default switching activity, not on a simulated workload.
