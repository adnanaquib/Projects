File: config.mk
export PLATFORM = sky130hd
export DESIGN_NAME = auto_freq
export DESIGN_NICKNAME = auto_freq
export VERILOG_FILES = /design/flow/design.v
export SDC_FILE = /design/flow/constraint.sdc
export NUM_CORES = 4
export LEC_CHECK = 1
export CORE_UTILIZATION = 50
File: constraint.sdc
current_design auto_freq

set clk_period 3.9
set clk_io_pct 0.2

create_clock -name clk0 -period $clk_period [get_ports {clk}]

set non_clock_inputs [all_inputs -no_clocks]
set_input_delay [expr $clk_period * $clk_io_pct] -clock clk0 $non_clock_inputs
set_output_delay [expr $clk_period * $clk_io_pct] -clock clk0 [all_outputs]
File: design.v
`timescale 1ns / 1ps
module auto_freq(
	input wire clk, reset,
	input wire start , si,
	output wire [3:0] bcd3, bcd2, bcd1, bcd0
    );
	 localparam [1:0]
					idle = 2'b00,
					count = 2'b01,
					frq = 2'b10,
					b2b = 2'b11;
	reg [1:0] state_reg, state_next;
	wire [9:0] prd;
	wire [19:0] dvsr, dvnd, quo;
	reg prd_start, div_start, b2b_start;
	wire prd_done_tick, div_done_tick, b2b_done_tick;
	period_counter prd_count_unit
	(
		.clk(clk), .reset(reset), .start(prd_start), .si(si),
		.ready(ready), .done_tick(prd_done_tick), .prd(prd)
	);
	div #(.W(20), .CBIT(5)) div_unit 
	(
	.clk(clk), .reset(reset), .start(div_start),
	.dvsr(dvsr), .dvnd(dvnd), .quo(quo), .rmd(), .ready(), .done_tick(div_done_tick)
	);
	bin2bcd bin2bcd1
(
		.clk(clk), .reset(reset),
		.start(b2b_start),
		.bin(quo[12:0]),
		.bcd3(bcd3), .bcd2(bcd2), .bcd1(bcd1), .bcd0(bcd0),
		.ready(), .done_tick(b2b_done_tick)
 );
	always @(posedge clk, posedge reset)
		if(reset)
			state_reg <= idle;
		else 
			state_reg <= state_next;
	always @ * 
	begin 
		state_next = state_reg;
		prd_start = 1'b0;
		div_start = 1'b0;
		b2b_start = 1'b0;
		case (state_reg)
			idle:
				if(start)
					begin 
						prd_start = 1'b1;
						state_next = count;
					end 
			count:
				if(prd_done_tick)
					begin 
						div_start = 1'b1;
						state_next = frq;
					end 
			frq:
				if(div_done_tick)
					begin 
						b2b_start = 1'b1;
						state_next = b2b;
					end 
			b2b:
				if(b2b_done_tick)
					state_next = idle;
		endcase 
	end
endmodule 
`timescale 1ns / 1ps
module div
#(
	parameter W = 8,
				CBIT = 4
    )
	 (
		input wire clk, reset,
		input wire start,
		input wire [W-1:0] dvsr, dvnd,
		output reg ready, done_tick,
		output wire [W-1:0] quo, rmd
	 );
	 localparam [1:0]
		idle = 2'b00,
		op = 2'b01,
		last = 2'b10,
		done = 2'b11;
	reg [1:0] state_reg, state_next;
	reg [W-1:0] rh_reg, rh_next, rl_reg, rl_next, rh_tmp;
	reg [W-1:0] d_reg, d_next;
	reg [CBIT - 1:0] n_reg, n_next;
	reg q_bit;
always @	(posedge clk, posedge reset)
	if(reset)
		begin 
			state_reg <= idle;
			rh_reg <= 0;
			rl_reg <= 0;
			d_reg <= 0;
			n_reg <= 0;
		end 
	else 
		begin 
			state_reg <= state_next;
			rh_reg <= rh_next;
			rl_reg <= rl_next;
			d_reg <= d_next;
			n_reg <= n_next;
		end 
always @*
begin 
	state_next = state_reg;
	ready = 1'b0;
	done_tick = 1'b0;
	rh_next = rh_reg;
	rl_next = rl_reg;
	d_next = d_reg ;
	n_next = n_reg;
	case (state_reg)
		idle:
			begin 
				ready = 1'b1;
				if(start)
					begin 
						rh_next = 0;
						rl_next = dvnd;
						d_next = dvsr;
						n_next = CBIT;
						state_next = op;
					end 
			end 
		op:
			begin
				rl_next = {rl_reg[W-2:0], q_bit};
				rh_next = {rh_tmp[W-2:0], rl_reg[W-1]};
				n_next = n_reg - 1;
				if(n_next == 1)
					state_next = last;
			end
		last:
			begin 
				rl_next = {rl_reg[W-2:0], q_bit};
				rh_next = rh_tmp;
				state_next = done;
			end 
		done:
			begin 
				done_tick = 1'b1;
				state_next = idle;
			end 
		default: state_next = idle;
		endcase 
	end 
	always @*
		if(rh_reg >= d_reg)
			begin 
				rh_tmp = rh_reg - d_reg;
				q_bit = 1'b1;
			end 
		else 
			begin 
				rh_tmp = rh_reg;
				q_bit = 1'b0;
			end 
	assign quo = rl_reg;
	assign rmd = rh_reg;
endmodule
`timescale 1ns / 1ps
module period_counter(
		input wire clk, reset,
		input wire start, si,
		output reg ready, done_tick,
		output wire [9:0] prd
    );
	 localparam [1:0]
			idle = 2'b00,
			waite = 2'b01,
			count = 2'b10,
			done = 2'b11;
	localparam CLK_MS_COUNT = 50000;
	reg [1:0] state_reg, state_next;
	reg [15:0] t_reg, t_next;
	reg [9:0] p_reg, p_next;
	reg delay_reg;
	wire edg;
	always @(posedge clk, posedge reset)
		if(reset)
			begin 
				state_reg <= idle;
				t_reg <= 0;
				p_reg <= 0;
				delay_reg <= 0;
			end
	 else 
		begin 
			state_reg <= state_next;
			t_reg <= t_next;
			p_reg <= p_next;
			delay_reg <= si;
		end 
	assign edg = ~ delay_reg & si;
	always @ *
	begin 
		state_next = state_reg;
		ready = 1'b0;
		done_tick = 1'b0;
		p_next = p_reg ;
		t_next = t_reg;
		case (state_reg)
			idle:
				begin 
					ready = 1'b1;
					if(start)
						state_next = waite;
				end 
			waite:
				if(edg)
					begin 
						state_next = count;
						t_next = 0;
						p_next = 0;
					end 
			count:
				if(edg)
					state_next = done;
				else 
					if(t_reg == CLK_MS_COUNT -1)
						begin
							t_next = 0;
							p_next = p_reg + 1;
						end 
					else 
						t_next = t_reg + 1;
			done:
				begin 
					done_tick = 1'b1;
					state_next = idle;
				end 
			default: state_next = idle;
		endcase 
	end
assign prd = p_reg;
endmodule
module bin2bcd
   (
    input wire clk, reset,
    input wire start,
    input wire [14:0] bin,
    output reg ready, done_tick,
    output wire [3:0] bcd3, bcd2, bcd1, bcd0
   );
   localparam [1:0]
      idle = 2'b00,
      op   = 2'b01,
      done = 2'b10,
		waits = 2'b11;
   reg [1:0] state_reg, state_next;
   reg [14:0] p2s_reg, p2s_next;
   reg [3:0] n_reg, n_next;
   reg [3:0] bcd3_reg, bcd2_reg, bcd1_reg, bcd0_reg;
   reg [3:0] bcd3_next, bcd2_next, bcd1_next, bcd0_next;
   wire [3:0] bcd3_tmp, bcd2_tmp, bcd1_tmp, bcd0_tmp;
	reg [26:0] ms_reg;
	reg [26:0] ms_next;
   always @(posedge clk, posedge reset)
      if (reset)
         begin
            state_reg <= idle;
            p2s_reg <= 0;
            n_reg <= 0;
            bcd3_reg <= 0;
            bcd2_reg <= 0;
            bcd1_reg <= 0;
            bcd0_reg <= 0;
				ms_reg <= 0;
         end
      else
         begin
            state_reg <= state_next;
            p2s_reg <= p2s_next;
            n_reg <= n_next;
            bcd3_reg <= bcd3_next;
            bcd2_reg <= bcd2_next;
            bcd1_reg <= bcd1_next;
            bcd0_reg <= bcd0_next;
				ms_reg <= ms_next;
         end
   always @*
   begin
      state_next = state_reg;
      ready = 1'b0;
      done_tick = 1'b0;
      p2s_next = p2s_reg;
		bcd0_next = bcd0_reg;
      bcd1_next = bcd1_reg;
      bcd2_next = bcd2_reg;
      bcd3_next = bcd3_reg; 
		ms_next = ms_reg;
      n_next = n_reg;
      case (state_reg)
         idle:
            begin
               ready = 1'b1;
               if (start)
                  begin
                     state_next = op;
                     bcd3_next = 0;
                     bcd2_next = 0;
                     bcd1_next = 0;
                     bcd0_next = 0;
                     n_next = 4'b1111;  
                     p2s_next = bin;    
                     state_next = op;
                  end
            end
         op:
            begin
               p2s_next = p2s_reg << 1;
               bcd0_next = {bcd0_tmp[2:0], p2s_reg[14]};
               bcd1_next = {bcd1_tmp[2:0], bcd0_tmp[3]};
               bcd2_next = {bcd2_tmp[2:0], bcd1_tmp[3]};
               bcd3_next = {bcd3_tmp[2:0], bcd2_tmp[3]};
               n_next = n_reg - 1;
               if (n_next==0)
                   state_next = done;
            end
         done:
            begin
               done_tick = 1'b1;
               state_next = waits;
            end
			waits:
				begin 
						ms_next = ms_reg + 1;
						done_tick = 1'b1;
						if(ms_next[26] == 1)
							begin
							ms_next = 0;
							state_next = idle;
							end
				end 
         default: state_next = idle;
      endcase
   end
					 assign bcd0_tmp = (bcd0_reg > 4) ? bcd0_reg+3 : bcd0_reg;
					 assign bcd1_tmp = (bcd1_reg > 4) ? bcd1_reg+3 : bcd1_reg;
					 assign bcd2_tmp = (bcd2_reg > 4) ? bcd2_reg+3 : bcd2_reg;
					 assign bcd3_tmp = (bcd3_reg > 4) ? bcd3_reg+3 : bcd3_reg;
   assign bcd0 = bcd0_reg;
   assign bcd1 = bcd1_reg;
   assign bcd2 = bcd2_reg;
   assign bcd3 = bcd3_reg;
endmodule
File: run.sh
#!/bin/bash
# OpenROAD 26Q1-2900-gdf79404cd8, Yosys 0.63+post, stock flow scripts
make -C /OpenROAD-flow-scripts/flow DESIGN_CONFIG=/design/flow/config.mk WORK_HOME=/design/flow/orfs finish
==> flow_metrics.env <==
# implementation run metrics
export IMPL_final_cell_mix="dfrtp_1 (92), nand2_1 (53), o21ai_0 (42)"
export IMPL_slew_violations=0
export IMPL_yosysTopAreaCell="dfrtp_1"
export IMPL_min_path_type="flip-flop to flip-flop"
export IMPL_first_global_vias=2915
export IMPL_worstPathRequired_ns=4.14
export IMPL_clkSlewWorstSetupHoldPaths_ns=0.09
export IMPL_grtUsageTotal_pct=18.55
export IMPL_netlist_area_um2=4503
export IMPL_grt_pass1_wl_mm=13.82
export IMPL_ys_sh_simple_pct=17.50
export IMPL_outcome="completed"
export IMPL_critPathMaxStageDelay_ns=0.58
export IMPL_edf_count=0
export IMPL_aoi_share_pct=11.39
export IMPL_path_cells="buf_4, or3_1, nor2_1, and4b_1, nand4_1, xnor2_1"
export IMPL_timing_final_crit_period_ns=2.149
export IMPL_initial_core_util_pct=51.64
export IMPL_worst_pin_slew_ns=0.7302
export IMPL_layoutNonFillerInstCount=573
export IMPL_skew_ns=0.007453
export IMPL_syn_area_per_cell_um2=10.23
export IMPL_grt_remaining_overflow=0
export IMPL_gp_congestion=0.7946
export IMPL_ant_nets=0
export IMPL_die_x_um=96.90
export IMPL_grt_max_degree=73
export IMPL_cts_setup_buffers=0
export IMPL_cts_buffer_depth=2
export IMPL_area_growth_pct=11.14
export IMPL_ioPinCount=20
export IMPL_use_met1_pct=32.09
export IMPL_logic_family="simple AND/OR/NAND/NOR gates"
export IMPL_yosysCellCount=440
export IMPL_viasPerCell=5.342
export IMPL_drt_iter0_drc=131
export IMPL_cts_tree="yes"
export IMPL_cp_arrival_ns=2.39
export IMPL_synth_warnings=46
export IMPL_cp_max_fo=26
export IMPL_clock_root_buffer="clkbuf_8"
export IMPL_fill_cells=730
export IMPL_use_met2_pct=27.46
export IMPL_log_warning_count=27
export IMPL_clkLatencyLatePin_ns=0.35
export IMPL_rr_worst_depth=6
export IMPL_fin_tns_setup_ns=0
export IMPL_hpwlAfterDp_mm=4.902
export IMPL_end_kind="flip-flop"
export IMPL_timing_fmax_mhz=465.2
export IMPL_dp_cells=557
export IMPL_maxSlewHeadroom_pct=51.32
export IMPL_synthTopCellsByArea="dfrtp_1 (51%), o21ai_0 (4.8%), nand2_1 (4.4%), xnor2_1 (3.9%), mux2_2 (3.3%)"
export IMPL_final_area_um2=5005
export IMPL_path_class="flip-flop to flip-flop"
export IMPL_io_buffers=19
export IMPL_drv_cap=0
export IMPL_ys_flops=96
export IMPL_synth_async_reset_ratio_pct=100.0
export IMPL_num_vias=3061
export IMPL_power_mw=1.742
export IMPL_rrSetupSlack_ns=1.75
export IMPL_lay_top_count="dfrtp_1"
export IMPL_powerDensity_nw_per_um2=348.1
export IMPL_drtPass1Iterations=4
export IMPL_coreArea_um2=8721
export IMPL_grtUsageMet3_pct=3.162
export IMPL_ys_area_um2=4503
export IMPL_critical_path_depth=6
export IMPL_wire_per_inst_um=13.49
export IMPL_xor_area_share_pct=5.251
export IMPL_cp_endpoint="bin2bcd1.ms_reg[16]"
export IMPL_cts_sinks=96
export IMPL_mux_area_share_pct=5.918
export IMPL_crit_start="bin2bcd1.state_reg[2]"
export IMPL_rsz0062_at_grt="false"
export IMPL_leakage_nw=2.024
export IMPL_fp_dieH_um=96.90
export IMPL_critPathSlowestCell="or3_1"
export IMPL_ir_drop_v=0.0002236
export IMPL_start_kind="flip-flop"
export IMPL_chipArea_um2=9390
export IMPL_cts_max_level=3
export IMPL_rows=34
export IMPL_final_layout_size_suffix_gt1_share_pct=10.32
export IMPL_timing_rr_start="bin2bcd1.state_reg[2]"
export IMPL_antenna_found_initial=0
export IMPL_cp_num_buf_inv=1
export IMPL_r2r_end="bin2bcd1.ms_reg[16]"
export IMPL_drc_errors=0
export IMPL_syn_inst=440
export IMPL_largest_reg_flops=26
export IMPL_cts_buffers=9
export IMPL_synth_seq_share_pct=53.46
export IMPL_crit_family="simple AND/OR/NAND/NOR gates"
export IMPL_top_cell_area_share_pct=51.13
export IMPL_min_period_over_period_pct=55.11
export IMPL_adder_share_pct=2.501
export IMPL_antennaDiodeCount=0
export IMPL_ctsHoldBuffers=0
export IMPL_hold_viol=0
export IMPL_grt_busiest_layer="met1"
export IMPL_place_area_um2=4806
export IMPL_setup_viol=0
export IMPL_post_cts_resized=0
export IMPL_ys_types=50
export IMPL_synthFlopType="dfrtp_1"
export IMPL_drt_wl_total_mm=7.728
how the worst min path moves through the flow:
stage | cells after the start | from | end
6_report | 0 | div_unit.state_reg[1] | div_unit.state_reg[3]
4_1_cts | 0 | div_unit.state_reg[1] | div_unit.state_reg[3]
5_1_grt | 0 | div_unit.state_reg[1] | div_unit.state_reg[3]
layer usage:
layer	part of all wire (%)	up-vias
met5	0	-
met4	0.88	0
met3	3.2	6
met2	44	42
met1	52	1459
li1	-	1554
worst reg2reg max path, cell delays in order, from the launching register on:
cell,delay [ns]
dfrtp_1,0.36
buf_4,0.24
or3_1,0.58
nor2_1,0.30
and4b_1,0.30
nand4_1,0.13
xnor2_1,0.14
kinds of logic (layout without fill, tap and decap cells):
| logic type | after synthesis | count (layout) |
|---|---|---|
| AND-OR/OR-AND | 88 | 88 |
| buffers and inverters | 42 | 67 |
| XOR/XNOR | 27 | 27 |
| AND/OR/NAND/NOR | 153 | 153 |
| adder cells (fa/ha/maj) | 9 | 9 |
| multiplexers | 25 | 25 |
| flip-flops | 96 | 96 |
synthesized netlist by cell type, types with 12 or more instances:
cell type and number:
dfrtp_1 92, nand2_1 53, o21ai_0 43, nor2_1 30
inv_1 29, xnor2_1 20, a21oi_1 19, nand3_1 18
mux2_2 13, mux2i_1 12
per-stage QoR:
stage / util, % / hold WS [ns] / setup slack (ns)
floorplan: - / 0.4139 / 0.6212
global placement: 55.11 / 0.4385 / 1.782
CTS: 57.39 / 0.4565 / 1.744
finish: 57.39 / 0.4533 / 1.751
global route: 57.39 / 0.4656 / 1.610
detailed placement: 55.11 / 0.4263 / 1.748
report_power, final:
group	internal [mW]	total [mW]	switching [mW]
registers	1.02	1.03	0.0161
logic	0.0205	0.0545	0.0340
clock network	0.331	0.653	0.323
final cells by class:
cell class	instances	area, um^2	area share [%]
sequential	96	2407	48.10
multi-input combinational	302	1928	38.53
timing repair buffer	22	225.2	4.500
clock buffer	13	158.9	3.175
tap	108	135.1	2.700
inverter	29	110.1	2.200
clock inverter	3	40.04	0.8000
